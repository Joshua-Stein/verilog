==> flow/design.v <==
`timescale 1ns / 1ps
module dfftop #(parameter SZE=1)
	(
    input  clk,
    input  rst,
    output [3:0] q,
    output  [3:0]  qnot
    );
	reg  g1, g2, g3;
	dff #(.SZE(1)) q0(.clk(clk), .rst(rst), .data(g3), .q(q[0]), .qnot(qnot[0]));
	dff #(.SZE(1)) q1(.clk(clk), .rst(rst), .data(q[0]), .q(q[1]), .qnot(qnot[1]));
	dff #(.SZE(1)) q2(.clk(clk), .rst(rst), .data(q[1]), .q(q[2]), .qnot(qnot[2]));
	dff #(.SZE(1)) q3(.clk(clk), .rst(rst), .data(q[2]), .q(q[3]), .qnot(qnot[3]));
	always @(*)
	begin
		g1 = q[0] & q[1] & q[2];
		g2 = g1 ^ q[3];
		g3 = ~(g1 ^ g2);
   end			
endmodule
`timescale 1ns / 1ps
module dff #(parameter SZE=4)
	(
    input clk,
    input  rst,
    input [SZE-1:0] data,
    output reg[SZE-1:0] q,
    output  [SZE-1:0]  qnot
    );
assign qnot = ~q;
always @(posedge clk or posedge rst)
begin
	if(rst) 
		q <= {SZE{1'b1}};
	else  
		q <= data;
end
endmodule
==> flow/run.sh <==
#!/bin/bash
# OpenROAD 26Q1-2900-gdf79404cd8, Yosys 0.63+post, stock flow scripts
make -C /OpenROAD-flow-scripts/flow DESIGN_CONFIG=/design/flow/config.mk WORK_HOME=/design/flow/orfs finish
==> flow/config.mk <==
export PLATFORM = sky130hd
export DESIGN_NAME = dfftop
export DESIGN_NICKNAME = dfftop
export VERILOG_FILES = /design/flow/design.v
export SDC_FILE = /design/flow/constraint.sdc
export NUM_CORES = 4
export LEC_CHECK = 1
export CORE_AREA = 10 10 70 70
export DIE_AREA = 0 0 80 80
==> flow/constraint.sdc <==
current_design dfftop

set clk_period 1.4
set clk_io_pct 0.2

create_clock -name clk0 -period $clk_period [get_ports {clk}]

set non_clock_inputs [all_inputs -no_clocks]
set_input_delay [expr $clk_period * $clk_io_pct] -clock clk0 $non_clock_inputs
set_output_delay [expr $clk_period * $clk_io_pct] -clock clk0 [all_outputs]
==> Slide: Implementation Results <==
Synthesis and Place & Route Summary

Run status
  • Status: complete, no violations

Detailed routing
  • Wire per inst: ~6.3 um
  • Antenna viol nets, final: 0
  • Number of vias per cell: approximately 1.7
  • Router iterations before antenna repair: 2
  • Remaining DRCs: 0
  • Starting DRC count in detailed routing: 2
  • WL final: 457 um
  • Vias: around 120

Place
  • PortBufs: 9
  • Final GP Congestion: a little over 0.7
  • Detailed Place HPWL: around 350 um

Flow run
  • Tool warnings: 25
  • Maxcap violations: 0

Logic synthesis
  • Mapped Area: roughly 190 sq um
  • FF+latch count, synth: 4
  • Yosys xor share: 0
  • Synthesized chip area reported by yosys: 187.7 sq um
  • Ys async rst share: 1.000
  • Adder Area Share: 0
  • Top-area cell share: 0.5600
  • Largest area contributor in the netlist: dfstp_2
  • Yosys warns: 2
  • Synth Area in Simple Gates: 0
  • AO/OA Area Share: 0
  • Post-synthesis sequential area ratio: 0.5600
  • Mux share: 0
  • Top FF cell, synth: dfstp_2
  • Yosys cell count: 18
  • Top area cell types: dfstp_2, buf_4, inv_1
  • Main logic family after synthesis: buffers and inverters
  • Mean Syn Cell Area: between 10 and 15 sq um
  • Synth top cell by count: buf_4
  • Cell Type Count: 3
  • Post-synth EDFFs: 0
  • Mapped Cells: 18
  • Commonest cells in the netlist: buf_4, inv_1, dfstp_2

Worst hold path
  • Hold-critical path depth: 0
  • Tightest Hold Check Type: reg2reg

Floorplanning
  • Die area: about 0.0064 sq mm
  • Core area: ~0.0034 sq mm
  • Die width: approximately 80 um
  • FP Core Util: 0.05495
  • FP Rows: 21
  • I/O pin count: 10
  • Die Y: around 80 um

Timing
  • Final slew viol count: 0
  • Final hold vios: 0
  • Max-slew headroom: 0.8982
  • Unrepaired setup endpoints after global routing: false
  • Minimum clock period: 1.332 ns
  • Highest clock rate: ~750 MHz
  • Period utilization: 0.9511
  • # setup viols final: 0
  • Worst-Margin Slew: approximately 0.15 ns
  • Fin Clk Skew: between 0.001 and 0.0015 ns
  • Setup TNS: 0 ns

Worst setup path
  • WP data required: approximately 1.1 ns
  • Critical path class: reg2out
  • Worst-path cell chain: buf_4 > dlygate4sd2_1
  • Crit-path max FO: 2
  • Critical Path AT: about 1.1 ns
  • Reg2reg setup slack: 0.64 ns
  • R2R depth: 2
  • Largest stage delay, worst path: around 0.52 ns
  • Worst Setup End Kind: primary output
  • Critical-path top delay cell: dfstp_2
  • Crit path launch type: flop

Final layout
  • Logic area: 0 sq um
  • Comb gates: 0
  • Area grow syn2layout: 70.67%
  • Fraction of layout cells with a size suffix above 1: 0.4615
  • Fillers: 408

Clock tree
  • CTS Sinks: 4
  • CTS clk-pin slew, worst paths: approximately 0.04 ns
  • CTS tree: yes
  • Deepest clock path buffer count: 2
  • Worst-skew pair later-pin latency: roughly 0.23 ns
  • Num CTS Buffers: 3
  • Htree depth: 1
  • CTS Hold Bufs: 0
  • Root buf cell: clkbuf_4

Pwr
  • Power density over cell area: roughly 820 mW/mm^2
  • Peak VDD IR: between 0.1 and 0.15 mV
  • Leakage Power: about 0.13 nW
  • Pwr Total: approximately 260 uW

Global routing
  • Pin count of the biggest net entering global routing: 5
  • Vias in the first global route: ~140
  • Total GRT Usage: 0.01599
  • Initial antenna violation count: 0
  • First-pass GRT wire length: roughly 700 um
  • Congestion Overflow GR: 0
-- what timing repair did --
action / CTS / global route
cloned: 0 / 0
gates resized: 8 / 1
setup buffers: 4 / 0
endpoints found under the setup margin: 8 / 1
-- critical path, delay by kind of cell, from the launching register on --
kind / cells / cell delay [ns]
DFF: 1 / 0.52
buffers and inverters: 2 / 0.30
-- cell families (layout without fill, tap and decap cells) --
| group | after synthesis | count (layout) |
|---|---|---|
| flip-flops | 4 | 4 |
| buffers and inverters | 14 | 22 |
| other | 0 | 1 |
-- per-stage QoR --
step	hold WS (ns)	instances	cell area, sq um	utilization	worst slack [ns]
floorplan	0.2352	18	187.7	-	0.4684
global placement	0.3637	65	275.3	0.08059	0.1012
detailed placement	0.3649	65	275.3	0.08059	0.1069
CTS	0.3900	72	317.8	0.09304	0.04931
global route	0.4041	72	317.8	0.09304	0.005160
finish	0.3862	73	320.3	0.09377	0.06847
-- power by group --
| group | switching [mW] | internal (mW) |
|---|---|---|
| logic | 0.00235 | 0.00260 |
| clock network | 0.0463 | 0.0958 |
| registers | 0 | 0.117 |
| total | 0.0487 | 0.215 |
-- worst paths after layout --
check                      from    to
setup / recovery           q1.q  q[1]
hold / removal             q0.q  q1.q
setup reg to reg           q2.q  q3.q
hold reg to reg            q0.q  q1.q
max in group asynchronous   rst  q2.q
min in group asynchronous   rst  q3.q
-- flip-flops by register name, summed over array words and instances (netlist names) --
register  cells
q1.q          1
q0.q          1
q3.q          1
q2.q          1
-- area by class of cell --
| type | instances | area [sq um] | share of cell area |
|---|---|---|---|
| Antenna cell | 1 | 2.502 | 0.007813 |
| Clock buffer | 3 | 22.52 | 0.07031 |
| Inverter | 6 | 22.52 | 0.07031 |
| Sequential cell | 4 | 105.1 | 0.3281 |
| Tap cell | 46 | 57.56 | 0.1797 |
| Timing Repair Buffer | 13 | 110.1 | 0.3438 |
-- layer usage --
layer,part of all wire,global-route usage,up-vias
li1,-,-,58
met1,0.37,0.01666,53
met2,0.31,0.01445,11
met3,0.32,0.02500,0
met4,0,0.007042,0
met5,0,0,-
-- cell usage in the layout, fill, tap and decap left out --
| master | count |
|---|---|
| diode_2 | 1 |
| clkdlybuf4s50_1 | 1 |
| inv_1 | 5 |
| dlygate4sd2_1 | 8 |
| inv_2 | 1 |
| buf_4 | 4 |
| dfstp_2 | 4 |
| clkbuf_4 | 3 |
Power figures rest on the tool's default switching activity, not on a simulated workload.
