`/design/flow/run.sh`:
```
#!/bin/bash
# OpenROAD 26Q1-2900-gdf79404cd8, Yosys 0.63+post, stock flow scripts
make -C /OpenROAD-flow-scripts/flow DESIGN_CONFIG=/design/flow/config.mk WORK_HOME=/design/flow/orfs finish
```
`/design/flow/config.mk`:
```
export PLATFORM = sky130hd
export DESIGN_NAME = HW3_3
export DESIGN_NICKNAME = HW3_3
export VERILOG_FILES = /design/flow/design.v
export SDC_FILE = /design/flow/constraint.sdc
export NUM_CORES = 4
export LEC_CHECK = 1
export CORE_AREA = 10 10 70 70
export DIE_AREA = 0 0 80 80
```
`/design/flow/constraint.sdc`:
```
current_design HW3_3

set clk_period 1.8
set clk_io_pct 0.2

create_clock -name clk0 -period $clk_period [get_ports {CLK}]

set non_clock_inputs [all_inputs -no_clocks]
set_input_delay [expr $clk_period * $clk_io_pct] -clock clk0 $non_clock_inputs
set_output_delay [expr $clk_period * $clk_io_pct] -clock clk0 [all_outputs]
```
`/design/flow/design.v`:
```
`timescale 1ns / 1ps
module HW3_3 #(parameter MAX = 9, SZE = 4)
	(
	input CLK,
	input RST,
   output reg[SZE-1:0] out 
	 );
	 initial begin
		out = 0;
	 end
	 always @(posedge CLK)
	 begin
		if(RST)
			out <= 0;
		else begin
			if(out == MAX)
				out <= 0;
			else
				out <= out + 1;
		end
	end
endmodule
```
==> qor.csv <==
stage,metric,value,unit
yosys,largest_area_cell,dfxtp_1,
layout,logic_area,96.3,um2
placed_design,place_ws,512,ps
grt,grt_pass1_wl,800,um
power_and_ir_drop,power_density,766,mW/mm2
final_timing,fin_tns_setup,0,ps
critical_path,crit_chain,clkdlybuf4s50_1,
clocking,clk_latency,230,ps
critical_path,cpLargestDelayFamily,buffers and inverters,
layout,largestRegisters,out: 4 flops,
floorplan,floorplan.core_util,5.27,%
final_timing,clock_skew,4.91,ps
worst_hold_path,hold_class,register to register,
critical_path,crit_required,1440,ps
critical_path,cp.arrival,1170,ps
clocking,cts_made_buffers,3,
clocking,hold_buffers,0,
final_timing,fin_ws,272,ps
floorplan,rows,21,
placed_design,io_buffer_count,5,
critical_path,worst_path_largest_cell_delay,530,ps
yosys,synth_stat.cells,19,
clocking,cts_tree,yes,
final_timing,clock.fmax,655,MHz
critical_path,crit_type,register to output port,
grt,track_usage,1.67,%
routing,num_vias,166,
yosys,synth.yosys.seq_area_share,44.4,%
layout,register_area,80.1,um2
routing,drc,0,
clocking,post_cts_buffers,0,
clocking,clock_sinks,4,
layout,drive_gt1_share,11.1,%
yosys,synth.distinct_cells,13,
yosys,yosys_area,180,um2
power_and_ir_drop,peakVddDrop,0.506,mV
run,cap_viol_max_count,0,
yosys,synth-seq-cells,4,
grt,grt_pass1_vias,186,
grt,overflow,0,
final_timing,worst_pin_slew,193,ps
final_timing,period_used_share,84.9,%
yosys,yosys_warnings,1,
final_timing,hold_violations,0,
floorplan,core,0.00342,mm2
floorplan,num_io_pins,6,
routing,drt_iter0_drc,0,
layout,post-route-util,9.08,%
critical_path,critPathBufInv,1,
clocking,htreeDepth,1,
power_and_ir_drop,leakage,0.0979,nW
routing,wl_per_cell,6.71,um
yosys,synthCells,19,
routing,drt_wl_total,490,um
clocking,clk_pin_slew,40,ps
clocking,cts_root_buffer,clkbuf_4,
layout,final_common_cell,clkdlybuf4s50_1,
layout,fin_cells,73,
placed_design,dpl_cell_area,288,um2
critical_path,worstSetupEndpointType,output port,
final_timing,slew_headroom,87.1,%
routing,avgViaCountPerCell,2.27,
status,outcome,"finished, final reports clean",
final_timing,rsz0062_at_grt,false,
layout,top_register,out,
final_timing,drv_slew,0,
final_timing,finalCriticalPeriod,1530,ps
routing,dr.pass1.iters,1,
placed_design,gp_congestion,0.725,
routing,antenna_left,0,
floorplan,fp.dieW,80,um
run,tool_warnings,26,
layout,syn_to_final_growth,72.2,%
final_timing,setup_viol,0,
grt,grt_max_degree,8,
yosys,synth.avg_cell_area,9.48,um2
floorplan,die_height,80,um
critical_path,cp_max_fo,7,
yosys,synthDominantCellAreaShare,44.4,%
yosys,netlist_area,180,um2
critical_path,start_kind,register,
layout,mostFrequentLayoutCells,"5 x clkdlybuf4s50_1, 4 x dfxtp_1, 3 x clkbuf_4",
floorplan,die-area,0.00640,mm2
routing,antenna_cells,0,
grt,antenna_found_initial,0,
yosys,area_leaders,"dfxtp_1 44%, ha_1 14%, nand4b_1 4.9%",
critical_path,cp_slowest_cell,clkdlybuf4s50_1,
layout,fillers,405,
layout,largest_reg_flops,4,
placed_design,dp.cells,70,
clocking,cts_max_path_buffers,2,
clocking,ctsResizeCount,0,
layout,final_area,310,um2
-- Yosys cell counts --
library cell	number
inv_1	1
nor2_1	2
dfxtp_1	4
o21bai_1	1
a31oi_1	1
nand3_1	1
or3b_1	1
ha_1	2
nand3b_1	1
nand2_1	2
a21oi_1	1
or2b_1	1
nand4b_1	1
-- worst paths after layout --
| check | from | end | slack [ps] | cells after the start |
|---|---|---|---|---|
| worst max register to register | out[1]$_SDFF_PP0_ | out[3]$_SDFF_PP0_ | 590 | 4 |
| worst min-delay path | out[0]$_SDFF_PP0_ | out[0]$_SDFF_PP0_ | 490 | 1 |
| worst min register to register | out[0]$_SDFF_PP0_ | out[0]$_SDFF_PP0_ | 490 | 1 |
| worst max-delay path | out[2]$_SDFF_PP0_ | out[2] | 270 | 1 |
-- report_power, final --
| part | switching, mW | total [mW] | internal (mW) |
|---|---|---|---|
| clock network | 0.0354 | 0.110 | 0.0745 |
| registers | 0.00778 | 0.103 | 0.0950 |
| logic | 0.00793 | 0.0251 | 0.0171 |
-- area by class of cell --
| class | instances | area share [%] |
|---|---|---|
| Multi-Input combinational cell | 14 | 31.0 |
| Inverter | 1 | 1.21 |
| Timing Repair Buffer | 5 | 16.1 |
| Tap cell | 46 | 18.5 |
| Sequential cell | 4 | 25.8 |
| Clock buffer | 3 | 7.26 |
-- logic make-up (layout without fill, tap and decap cells) --
family          count (synthesis)  after routing  synth area share [%]
flops                           4              4                  44.4
buf+inv                         1              9                  2.08
compound gates                  3              3                  10.4
simple gates                    9              9                  29.2
fa+ha+maj                       2              2                  13.9
-- per-stage QoR --
stage               hold slack, ps  total power [mW]
finish                         494             0.238
global route                   540             0.259
CTS                            496             0.243
detailed placement             488             0.130
global placement               470             0.128
floorplan                      429             0.112
-- layer usage --
metal	GRT usage (%)	wire length, um	up-vias
met1	2.47	303	74
met4	0.352	0	0
li1	-	-	83
met3	1.36	60	0
met2	1.69	126	9
met5	0	0	-
No activity file was given, so power comes from the tool's default toggle rates.
