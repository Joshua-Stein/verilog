$ cat design/flow/config.mk
export PLATFORM = sky130hd
export DESIGN_NAME = mux5_1
export DESIGN_NICKNAME = mux5_1
export VERILOG_FILES = /design/flow/design.v
export SDC_FILE = /design/flow/constraint.sdc
export NUM_CORES = 4
export LEC_CHECK = 1
export CORE_AREA = 10 10 70 70
export DIE_AREA = 0 0 80 80
$ cat design/flow/constraint.sdc
current_design mux5_1

set clk_period 2.5
set clk_io_pct 0.2

create_clock -name clk0 -period $clk_period

set non_clock_inputs [all_inputs -no_clocks]
set_input_delay [expr $clk_period * $clk_io_pct] -clock clk0 $non_clock_inputs
set_output_delay [expr $clk_period * $clk_io_pct] -clock clk0 [all_outputs]
$ cat design/flow/design.v
`timescale 1ns / 1ps
module mux5_1 #(parameter SZE = 4)
	(input [SZE-1:0] in0,
	 input [SZE-1:0] in1,
	 input [SZE-1:0] in2,	
	 input [SZE-1:0] in3,
	 input [SZE-1:0] in4,
	 input [2:0]	sel,
	 output [SZE-1:0] out,
	 output [SZE-1:0] outbar
    );
	 assign out = sel[2] ? in4 : ( sel[1] ? (sel[0] ? in3 : in2) : (sel[0] ? in1 : in0) );
	 assign outbar = ~out;
endmodule
$ cat design/flow/run.sh
#!/bin/bash
# OpenROAD 26Q1-2900-gdf79404cd8, Yosys 0.63+post, stock flow scripts
make -C /OpenROAD-flow-scripts/flow DESIGN_CONFIG=/design/flow/config.mk WORK_HOME=/design/flow/orfs finish
==> summary.txt <==
Main metrics from the flow reports.

Summing the sequential cell areas from Yosys gives 0% of the chip area. The worst setup path is captured at an output pin. The final routed wire length divided by cell count is 12.1 µm. The worst min-delay path category is in2out. The final period demand of the worst path came out at about 2.4 ns. The number of cells on the worst hold path is listed as 4. The antenna diode count is 0. The most frequently placed logic cell in the final layout is sky130_fd_sc_hd__clkdlybuf4s50_1. Pin placement for this block handled 31 I/O pins. The count of synthesis-stage warnings from yosys came out at 0.

The floorplan row count is 21. The element type at the critical path start is an input pin. The finished layout cell area came out at around 600 µm². The count of different cell masters after synthesis is 8. By instance count after routing, the leading logic cell types are 25 x sky130_fd_sc_hd__clkdlybuf4s50_1, 5 x sky130_fd_sc_hd__mux2i_1, 5 x sky130_fd_sc_hd__dlymetal6s2s_1. The via count of the first global-routing pass is 345.

After synthesis, the cell types taking the most area are sky130_fd_sc_hd__mux2i_1 43%, sky130_fd_sc_hd__a22oi_1 16%, sky130_fd_sc_hd__o21a_1 16%, sky130_fd_sc_hd__o21ai_0 11%, sky130_fd_sc_hd__buf_6 6.1%. Detailed placement finished with a half-perimeter wire length of 1060 µm. The overall global routing resource usage came out at approximately 3.7%.

Relative to the synthesized area, the layout overhead comes to 232%. The die height is 80 µm. Of all cell types, the one taking the most synthesized area is sky130_fd_sc_hd__mux2i_1. The maximum resistive drop on vdd is about 52 µV.

The core box area is 3420 µm². The netlist area before placement came out at around 190 µm². The initial antenna violation count came out at 0. The remaining antenna violation count after routing is 0. The transition time of the tightest slew-check pin came out at 0.254 ns. The cell area reported after detailed placement came out at 549 µm². The final setup violation count came out at 0.

The buffer_ports step reported a buffer count of 31. The top achievable clock speed came out at roughly 420 MHz. The count of TritonRoute iterations in the first routing pass is 2. After floorplanning, the die was sized to cover 6400 µm². The number of hold violations in the final report is 0. The fraction of final layout cells with drive strength greater than 1 is 18.2%. In this run the tools logged warnings totalling 33. The script computed a power per unit cell area of 166 nW/µm². There are 0 flip-flops and latches. The worst path meets setup with 0.124 ns of slack. The total wire length is 1220 µm. The floorplan die width came out at 80 µm. The total power after layout came out at 102 µW. The global-route wire length before repair came out at 1880 µm.

The overflow left after global routing is 0. The max-cap check violation count is 0. Per the synthesis report, the single largest cell type by area occupies 43.2% of cell area. The pin count of the biggest net entering global routing came out at 9. The number of cell instances after yosys synthesis came out at 24. The worst setup path is of the in2out kind.

The clock tree buffer count of the final layout came out at 0. The number of instances in the synthesized netlist came out at 24. The worst setup slack before clock tree synthesis came out at -0.160 ns. The mean post-synth cell area is a little under 8 µm².

The via-per-instance ratio came out at around 3.1. The run finished with clean final reports. The detailed router's first-iteration violation count came out at 9. The final weighted congestion in routability-driven placement is ~0.84. The static power due to leakage is 0.000254 µW. Setup repair after global routing left no endpoint under its margin. The buffers inserted during post-CTS setup optimization is 0.

The required time at the endpoint of the critical path is around 2.0 ns. The arrival time at the worst endpoint is 1.88 ns. Looking at the critical path, the highest net fanout was 8. The DRC violation count after routing is 0. The count of vias placed by the detailed router is 314. The final max-slew violation count is 0. The headroom to the max-slew limit came out at between 80% and 90%.

The chip area estimate from yosys synthesis is 185 µm². The combined flip-flop and latch cell area came out at 0 µm². The starting density of the core is 5.42%.

The fraction of the cycle the final worst path needs came out at a little over nine tenths.
[per-layer routing]
layer	wire length (µm)	track usage, %
met4	0	0
met3	291	3.41
met2	214	2.65
met1	718	6.33
met5	0	0
[Yosys cell counts, drive strengths merged]
| library cell | number |
|---|---|
| mux2i | 8 |
| a22oi | 4 |
| o21a | 4 |
| o21ai | 4 |
| buf | 1 |
| inv | 1 |
| nor2 | 1 |
| nor2b | 1 |
[area by class of cell]
| type | instances | area, µm² |
|---|---|---|
| timing repair buffer | 32 | 333 |
| tap | 46 | 57.6 |
| multi-input combinational | 22 | 220 |
| fill | 392 | 2800 |
| inverter | 1 | 3.75 |
[kinds of logic (layout without fill, tap and decap cells)]
kind of cell | Yosys count | count (layout) | synth area share, %
buf+inv | 2 | 33 | 8.11
compound gates | 12 | 12 | 43.2
simple gates | 2 | 2 | 5.41
mux | 8 | 8 | 43.2
[per-stage QoR]
| stage | hold WS, ns | utilization [%] | cells | TNS, ns |
|---|---|---|---|---|
| floorplan | 1.03 | - | 24 | 0 |
| global placement | 1.96 | 16.1 | 101 | -0.951 |
| detailed placement | 1.96 | 16.1 | 101 | -0.998 |
| CTS | 1.96 | 17.5 | 101 | -0.105 |
| global route | 1.69 | 18.0 | 101 | 0 |
| finish | 1.62 | 18.0 | 101 | 0 |
[worst max-delay path, cell delays in order]
cell and delay (ns):
sky130_fd_sc_hd__dlygate4sd2_1 0.24, sky130_fd_sc_hd__buf_6 0.15, sky130_fd_sc_hd__mux2i_2 0.16, sky130_fd_sc_hd__a22oi_2 0.22
sky130_fd_sc_hd__o21a_1 0.14, sky130_fd_sc_hd__clkdlybuf4s50_1 0.46
[path summary, 6_finish.rpt]
path        end    from  slack [ns]
max      out[2]  sel[0]        0.12
min   outbar[1]  sel[2]        1.62
[repair_timing]
item / 4_1_cts / 5_1_grt
pin swaps: 2 / 2
endpoints found under the setup margin: 8 / 8
gates resized: 14 / 6
hold buffers: 0 / 0
[where the power goes]
group	switching, µW	total (µW)	internal (µW)
Combinational	30.9	102	71.0
Sequential	0	0	0
Clock	0	0	0
Power is estimated from default activity; no workload was simulated.
